### design.v
module LFSR(
  input clk,
  input rst_n,
  output reg [4:0] data
);
reg [4:0] data_next;
always @* begin
  data_next[4] = data[4]^data[1];
  data_next[3] = data[3]^data[0];
  data_next[2] = data[2]^data_next[4];
  data_next[1] = data[1]^data_next[3];
  data_next[0] = data[0]^data_next[2];
end
always @(posedge clk or negedge rst_n)
  if(!rst_n)
    data <= 5'h1f;
  else
  begin
    data <= data_next;
	end
endmodule
### run.sh
#!/bin/bash
# OpenROAD 26Q1-2900-gdf79404cd8, Yosys 0.63+post, stock flow scripts
make -C /OpenROAD-flow-scripts/flow DESIGN_CONFIG=/design/flow/config.mk WORK_HOME=/design/flow/orfs finish
### config.mk
export PLATFORM = sky130hd
export DESIGN_NAME = LFSR
export DESIGN_NICKNAME = LFSR
export VERILOG_FILES = /design/flow/design.v
export SDC_FILE = /design/flow/constraint.sdc
export NUM_CORES = 4
export LEC_CHECK = 1
export CORE_AREA = 10 10 70 70
export DIE_AREA = 0 0 80 80
### constraint.sdc
current_design LFSR

set clk_period 1.6
set clk_io_pct 0.2

create_clock -name clk0 -period $clk_period [get_ports {clk}]

set non_clock_inputs [all_inputs -no_clocks]
set_input_delay [expr $clk_period * $clk_io_pct] -clock clk0 $non_clock_inputs
set_output_delay [expr $clk_period * $clk_io_pct] -clock clk0 [all_outputs]
==> impl_metrics.yaml <==
# physical design summary
clock_tree:
  cts_buffers: 3
  tritoncts: "yes"
  clkLatencyLatePin_ns: 0.24
  cts.path.max_buffers: 2
  root_buffer: "clkbuf_4"
  hold_buffers: 0
  cts.sinks: 5
  htree_levels: 1
  cts-resized-gates: 0
  cts_setup_buffers: 2
  clkTransAtPathRegs_ns: 0.04
floorplan:
  pin_count: 7
  fp.dieW_um: 80
  core_mm2: 0.00342
  die_height_um: 80
  initCoreUtil: 0.0564
  die-area_mm2: 0.00640
  row_count: 21
critical_path:
  arrival_ns: 1.23
  worstSetupPathType: "flop to primary output"
  path_max_fanout: 3
  crit_chain: "clkdlybuf4s50_1"
  cp_top_family: "flip-flops"
  required_ns: 1.28
  slowest_stage: "dfstp_2"
  start_kind: "flop"
  path_buffers: 1
  max_stage_delay_ns: 0.54
  critPathCaptureType: "primary output"
synthesis:
  ys_warn_count: 1
  synth.most_common_cell: "dfstp_2"
  ys_seq_frac: 0.682
  netlist_instances: 12
  top_area_cell: "dfstp_2"
  yosys_cells: 12
  top_area_frac: 0.682
  topCellsByArea: "dfstp_2 (68%), xor2_1 (18%), xnor2_1 (14%)"
  syn_area_per_cell_um2: 16.1
  netlist_area_um2: 193
  synth.distinct_cells: 3
  ys.flops: 5
  synth_top_flop_cell: "dfstp_2"
  ys_area_um2: 193
  async_reset_ff_frac: 1.00
  top_cells_by_count: "dfstp_2 (5), xor2_1 (4), xnor2_1 (3)"
  synth-edff-count: 0
timing:
  fin_tns_setup_ns: 0
  clock_skew_ns: 0.00252
  max_freq_ghz: 0.644
  min_period_over_period: 0.970
  setup_violations: 0
  grt_setup_unrepaired: "no"
  maxSlewViolCount: 0
  worst_slew_pin_slew_ns: 0.276
  slew_headroom: 0.815
  min_period_ns: 1.55
  hold_violations: 0
drt:
  avgRoutedWirePerCell_um: 4.99
  drtIter0Drc: 0
  drt-total-wl_um: 354
  ant_nets: 0
  drc: 0
  dr.pass1.iters: 1
  antennaDiodeCount: 0
  num_vias: 130
  avgViaCountPerCell: 1.83
global_routing:
  grt-ovfl-total: 0
  antenna_found_initial: 0
  met1_usage: 0.0100
  grt_pass1_vias: 140
  grt_pass1_wl_um: 572
  track_usage: 0.0111
  grt_max_degree: 6
  use_met3: 0.00909
  busiest_layer: "met2"
  groute.layer.met2.usage: 0.0161
final_layout:
  area_delta_synth_final_pct: 86.4
  finalInstanceArea_um2: 359
  final_layout_size_suffix_gt1_frac: 0.440
  top_register: "data"
  reg_top3: "data x5"
  largest_reg_flops: 5
placed_design:
  place_area_um2: 310
  gp_congestion: 0.690
  port_buffers: 6
power:
  p_per_area_mw_per_mm2: 761
  p_leak_nw: 0.147
  p_total_uw: 273
  peakVddDrop_uv: 94.6
min_path:
  hold_path.class: "primary input to async pin"
run_status:
  status: "completed"
job:
  cap_viol_max_count: 0
  warnings: 25
==> cell usage in the layout (no fill, tap or decap) <==
cell type and instances:
xnor2_1 3, dfstp_2 5, clkbuf_1 1, clkdlybuf4s50_1 6
xor2_1 4, clkbuf_4 3, buf_4 3
==> area by class of cell <==
type | instances | area, um2
Timing Repair Buffer | 9 | 82.6
Multi-Input combinational cell | 7 | 61.3
Clock buffer | 4 | 26.3
Tap cell | 46 | 57.6
Sequential cell | 5 | 131
Fill cell | 393 | 3060
==> through the flow <==
| step | hold WS, ns | utilization | setup slack (ns) | cells |
|---|---|---|---|---|
| 2_1_floorplan | 0.172 | - | 0.664 | 12 |
| 3_3_place_gp | 0.508 | 0.0908 | 0.239 | 64 |
| 3_5_place_dp | 0.509 | 0.0908 | 0.232 | 64 |
| 4_1_cts | 0.513 | 0.103 | 0.0170 | 70 |
| 5_1_grt | 0.523 | 0.105 | 0.000144 | 71 |
| 6_report | 0.514 | 0.105 | 0.0481 | 71 |
==> logic make-up after synthesis <==
group / after synthesis / synth area share
flops: 5 / 0.682
xor+xnor: 7 / 0.318
==> worst paths after layout <==
check                        start  slack (ns)      end  cells past startpoint
hold reg to reg            data[3]        0.54  data[3]                      1
setup / recovery           data[0]        0.05  data[0]                      1
setup reg to reg           data[1]        0.56  data[0]                      3
min in group clk0          data[3]        0.54  data[3]                      1
max in group asynchronous    rst_n        1.06  data[1]                      1
hold / removal               rst_n        0.51  data[4]                      1
==> metal layers <==
layer | vias up | wire (um) | share of wire
li1 | 62 | - | -
met1 | 57 | 114 | 0.32
met2 | 9 | 141 | 0.40
met3 | 2 | 88 | 0.25
met4 | 0 | 11 | 0.031
met5 | - | 0 | 0
==> power by group <==
part	leakage [nW]	internal [mW]	total, mW	switching, mW
clock	0.0150	0.0940	0.141	0.0474
sequential	0.0515	0.128	0.128	0
combinational	0.0806	0.00217	0.00422	0.00205
total	0.147	0.224	0.273	0.0494
==> worst reg2reg max path, cell delays in order, from the launching register on <==
cell	delay (ns)
dfstp_2	0.52
buf_4	0.13
xnor2_1	0.17
xnor2_1	0.15
No activity file was given, so power comes from the tool's default toggle rates.
