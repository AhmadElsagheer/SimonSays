<file path="flow/config.mk">
export PLATFORM = sky130hd
export DESIGN_NAME = oneHZClk
export DESIGN_NICKNAME = oneHZClk
export VERILOG_FILES = /design/flow/design.v
export SDC_FILE = /design/flow/constraint.sdc
export NUM_CORES = 4
export LEC_CHECK = 1
export CORE_AREA = 10 10 110 110
export DIE_AREA = 0 0 120 120
</file>
<file path="flow/constraint.sdc">
current_design oneHZClk

set clk_period 9.7
set clk_io_pct 0.2

create_clock -name clk0 -period $clk_period [get_ports {inClock}]

set non_clock_inputs [all_inputs -no_clocks]
set_input_delay [expr $clk_period * $clk_io_pct] -clock clk0 $non_clock_inputs
set_output_delay [expr $clk_period * $clk_io_pct] -clock clk0 [all_outputs]
</file>
<file path="flow/design.v">
module oneHZClk(output reg outClock, input inClock);
		reg [31:0] count;
	initial
	begin
	count = 32'd0;
	outClock = 1;
	end
	always@(posedge inClock)
	begin
		count = count+1;
		if(count == 32'd25000000)
		begin
			count <= 32'd0;
			outClock <= ~outClock;
		end
	end
endmodule
</file>
<file path="flow/run.sh">
#!/bin/bash
# OpenROAD 26Q1-2900-gdf79404cd8, Yosys 0.63+post, stock flow scripts
make -C /OpenROAD-flow-scripts/flow DESIGN_CONFIG=/design/flow/config.mk WORK_HOME=/design/flow/orfs finish
</file>
==> flow_summary.yaml <==
# physical design summary
synthesis:
  synth.cell_area_um2: 1820
  yosysUniqueCellTypes: 44
  synth_area_leader_cell: "dfxtp_1"
  ys_ff: 33
  synth_seq_share: 0.368
  ys_top_cells_by_area: "dfxtp_1 (35%), xnor2_1 (7.7%), xor2_1 (5.8%)"
  flop_cell: "dfxtp_1"
  yosys_cells: 215
  avgSynthCellArea_um2: 8.48
  top_area_frac: 0.351
  synth_cells: 215
  synth-edff-count: 1
  async_flop_share: 0
  ys_chip_area_um2: 1820
  ys_warn_count: 1
cells_and_area:
  fill_cells: 1079
  final-comb-area_um2: 1080
  drive_gt1_frac: 0.0613
  synthToLayoutAreaGrowth_pct: 10.7
  regArea_um2: 671
  utilization: 0.206
route:
  num_antenna_cells: 0
  first_pass_iters: 4
  remaining_drc_errors: 0
  drt-initial-drc-count: 69
  ant_nets: 0
  vias: 1481
  drt-total-wl_um: 3540
  vias_per_cell: 4.29
  wl_per_cell_um: 10.3
critical_path:
  worstRegToRegCells: 7
  cp.required_ns: 9.62
  rrSetupSlack_ns: 6.30
  r2r-end: "outClock"
  crit_type: "reg2reg"
  timing.rr.start: "count[0]"
  cp-start-kind: "flop"
  cp_max_fo: 15
  cp.arrival_ns: 3.31
  worst_setup_path_end_kind: "flop"
final_timing:
  rsz0062_at_grt: "false"
  max_slew_margin: 0.484
  maxSlewViolCount: 0
  finalClockPeriodUsage: 0.350
  fmax_mhz: 294
  clock_skew_ns: 0.00925
  setup_viol: 0
  post-route-min-period_ns: 3.40
  max_slew.worst_pin.slew_ns: 0.766
  hold_violations: 0
  fin_hold_ws_ns: 0.452
  fin_setup_tns_ns: 0
pwr:
  p_per_area_nw_per_um2: 116
  ir_worst_vdd_v: 0.0000580
  p_leak_nw: 0.710
  total_power_mw: 0.233
global_routing:
  first_global_vias: 1443
  grt_pass1_wl_um: 6380
  grt_overflow: 0
  grt_use_total: 0.0512
  antenna_found_initial: 0
  grt_max_degree: 16
worst_hold_path:
  min_path_cells: 1
  hold_end: "count[31]"
  worst_hold_startpoint: "count[31]"
  hp-class: "reg2reg"
clock_network:
  cts.repair.resized: 0
  cts_hold_buf: 0
  h-tree-depth: 2
  cts_setup_buffers: 0
  path_clk_slew_ns: 0.07
  clk_latency_ns: 0.28
  cts_buffers: 5
  cts_buffer_depth: 2
  cts.sinks: 33
  cts-root-buf: "clkbuf_8"
  cts_tree: "done"
status:
  outcome: "completed"
job:
  cap_violations: 0
  warnings: 25
floorplan:
  coreArea_um2: 9770
  dieArea_um2: 14400
  fp_util: 0.187
  std_cell_rows: 36
  ios: 2
  die_h_um: 120
  die_w_um: 120
placed_design:
  dp_hpwl_um: 2560
  gp_congestion: 0.863
  port_buffers: 1
-- critical path, cell delays in order, from the launching register on --
cell,delay [ns]
dfxtp_1,0.44
ha_1,0.29
nand3_1,0.37
o31a_1,0.41
nor4_1,0.28
o2111ai_1,0.15
a2111oi_0,0.45
and4_1,0.63
-- cells by family after synthesis --
family / share of synthesized area
buffers and inverters: 0.0371
AND-OR/OR-AND: 0.0721
flip-flops: 0.368
AND/OR/NAND/NOR: 0.364
multiplexers: 0.0178
adder cells (fa/ha/maj): 0.00686
XOR/XNOR: 0.135
-- worst max-delay path by stage --
| stage | startpoint | endpoint | slack [ns] | depth (start not counted) |
|---|---|---|---|---|
| 6_report | count[0] | outClock | 6.30 | 7 |
| 4_1_cts | count[0] | outClock | 6.31 | 7 |
| 5_1_grt | count[0] | outClock | 5.97 | 7 |
-- metal layers --
layer / GRT usage / wire [um] / vias to the layer above
met1: 0.0720 / 1870 / 683
met2: 0.0808 / 1520 / 13
met5: 0 / 0 / -
met3: 0.00952 / 87 / 7
li1: - / - / 778
met4: 0.00980 / 63 / 0
-- sequential cells by signal, summed over array words and instances, names as in the netlist --
register / cells
count: 32
outClock: 1
-- synthesized netlist by cell type, drive strengths merged, types with 2 or more instances --
master / n
nor3b: 3
nand4: 13
a211oi: 2
nand4b: 2
or3: 4
clkbuf: 3
xor2: 12
xnor2: 16
and3: 9
nand3: 15
or4: 3
nor4: 7
nor2: 27
nand2: 17
and4: 8
o21ai: 6
a21oi: 4
and2: 2
buf: 9
nor2b: 3
mux2: 2
dfxtp: 32
-- placed cells by master (no fill, tap or decap), types with 3 or more instances in the layout --
master / netlist / routed
xnor2_1: 16 / 16
and4_1: 8 / 8
dfxtp_1: 32 / 32
nand3_1: 15 / 15
xor2_1: 12 / 12
and3_1: 9 / 9
nor2b_1: 3 / 3
or3_1: 4 / 4
nor4_1: 6 / 6
clkbuf_8: 0 / 5
o21ai_0: 6 / 6
or4_1: 3 / 3
a21oi_1: 4 / 4
nor2_1: 27 / 27
nand4_1: 11 / 11
nor3b_1: 3 / 3
nand2_1: 17 / 17
-- layout make-up --
class / instances / share of cell area
clock buffer: 6 / 0.0360
clock inverter: 2 / 0.00496
inverter: 1 / 0.00186
multi-input combinational: 169 / 0.538
sequential: 33 / 0.332
tap: 133 / 0.0825
timing repair buffer: 1 / 0.00496
-- metrics by stage --
stage          setup slack (ns)  std cells  cell area [um^2]
3_3_place_gp               6.54        337              1940
2_1_floorplan              7.04        215              1820
4_1_cts                    6.31        345              2020
5_1_grt                    5.97        345              2020
6_report                   6.30        345              2020
3_5_place_dp               6.33        337              1940
-- power breakdown --
group | leakage, nW | total [mW] | switching, mW | internal (mW)
Sequential | 0.269 | 0.136 | 0 | 0.136
Clock | 0.0450 | 0.0973 | 0.0477 | 0.0496
Combinational | 0.396 | 0.000000396 | 0 | 0
Total | 0.710 | 0.233 | 0.0477 | 0.186
Power is estimated from default activity; no workload was simulated.
